--- ./config.mk ---
export PLATFORM = sky130hd
export DESIGN_NAME = SevenSegController
export DESIGN_NICKNAME = SevenSegController
export VERILOG_FILES = /design/flow/design.v
export SDC_FILE = /design/flow/constraint.sdc
export NUM_CORES = 4
export LEC_CHECK = 1
export CORE_AREA = 10 10 70 70
export DIE_AREA = 0 0 80 80
--- ./constraint.sdc ---
current_design SevenSegController

set clk_period 2.8
set clk_io_pct 0.2

create_clock -name clk0 -period $clk_period

set non_clock_inputs [all_inputs -no_clocks]
set_input_delay [expr $clk_period * $clk_io_pct] -clock clk0 $non_clock_inputs
set_output_delay [expr $clk_period * $clk_io_pct] -clock clk0 [all_outputs]
--- ./design.v ---
`timescale 1ns / 1ps
module Decoder2Bit (
    input [1:0] signalIn,
    output reg [3:0] signalOut
    );
    always @(*) begin
        case(signalIn)
            2'b11: signalOut = 4'b1000;
            2'b10: signalOut = 4'b0100;
            2'b01: signalOut = 4'b0010;
            2'b00: signalOut = 4'b0001;
        endcase
    end
endmodule
`timescale 1ns / 1ps
module Mux4Bit4Input (
    input [1:0] selector,
    input [3:0] nibbleA,
    input [3:0] nibbleB,
    input [3:0] nibbleC,
    input [3:0] nibbleD,
    output reg [3:0] nibbleOut
    );
    always @(*) begin
        case(selector)
            2'b11: nibbleOut = nibbleA;
            2'b10: nibbleOut = nibbleB;
            2'b01: nibbleOut = nibbleC;
            2'b00: nibbleOut = nibbleD;
        endcase
    end
endmodule
`timescale 1ns / 1ps
module SevenSegController (
    input [1:0] counter,
    input [3:0] nibbleA,
    input [3:0] nibbleB,
    input [3:0] nibbleC,
    input [3:0] nibbleD,
    output reg [3:0] sevenSegmentEnable,
    output reg [7:0] sevenSegmentData
    );
    wire [3:0] enableNibble;
    wire [3:0] dataNibble;
    Decoder2Bit decoder2Bit(counter, enableNibble);
    Mux4Bit4Input mux4Bit4Input(
        counter,
        nibbleA,
        nibbleB,
        nibbleC,
        nibbleD,
        dataNibble
    );
    always @(counter) begin
        sevenSegmentEnable = ~enableNibble;
        case(dataNibble)
            4'b0000: sevenSegmentData = 8'b00010001;  
            4'b0001: sevenSegmentData = 8'b11010111;  
            4'b0010: sevenSegmentData = 8'b00110010;  
            4'b0011: sevenSegmentData = 8'b10010010;  
            4'b0100: sevenSegmentData = 8'b11010100;  
            4'b0101: sevenSegmentData = 8'b10011000;  
            4'b0110: sevenSegmentData = 8'b00011000;  
            4'b0111: sevenSegmentData = 8'b11010011;  
            4'b1000: sevenSegmentData = 8'b00010000;  
            4'b1001: sevenSegmentData = 8'b10010000;  
            4'b1010: sevenSegmentData = 8'b01010000;  
            4'b1011: sevenSegmentData = 8'b00011100;  
            4'b1100: sevenSegmentData = 8'b00111001;  
            4'b1101: sevenSegmentData = 8'b00010110;  
            4'b1110: sevenSegmentData = 8'b00111000;  
            4'b1111: sevenSegmentData = 8'b01111000;  
        endcase
    end
endmodule
--- ./run.sh ---
#!/bin/bash
# OpenROAD 26Q1-2900-gdf79404cd8, Yosys 0.63+post, stock flow scripts
make -C /OpenROAD-flow-scripts/flow DESIGN_CONFIG=/design/flow/config.mk WORK_HOME=/design/flow/orfs finish
==> notes.md <==
Summary of the current implementation state.

- A synthesized cell averages 9.92 um^2.
- The number of iterations in the first detailed-routing pass is 4, for reference.
- The main area contributors are sky130_fd_sc_hd__ha_1, sky130_fd_sc_hd__mux2i_1, sky130_fd_sc_hd__mux4_1.
- The final timing report derives a shortest allowable period of 2.75 ns.
- Per the placement report, the placed cell count is 124.
- Post-route period utilization is reported as 98.4%.
- The cell area power density is 202 mW/mm^2, for reference.
- Port buffering added 29 buffers.
- Summed over all layers, the routed wires come to 1540 um.
- For hold timing, the worst endpoint is sevenSegmentEnable[3].
- The total half-perimeter wirelength after legalization and detailed placement is 1210 um, for reference.
- The number of max-cap violations is 0, for reference.
- Summing all placed instances gives a cell area of 811 um^2.
- The final timing report lists a max-slew violation count of 0.
- In the finished layout, the clock tree contains a buffer count of 0.
- The via count of the first global-routing pass is 567.
- The initial cell density of the core is 12.8%, for reference.
- According to the timing report, the data required time at the worst endpoint equals 2.24 ns.
- For this block, the via count after detailed routing is 491.
- The highest net fanout along the worst path is 6, for reference.
- The summed area of non-filler cells in the final layout is 920 um^2, for reference.
- The cell count listed in synth_stat.txt is 44, for reference.
- In the post-route analysis, the smallest setup slack over all paths is 0.0454 ns.
- For this run, the script counts the antenna cells in the layout as 0.
- The final instance count without filler cells is 135, for reference.
- The path class of the tightest hold or removal check is in2out.
- The category of the worst setup path launch point is an input pin, for reference.
- Per the synthesis report, the single largest cell type by area occupies 20.1% of cell area.
- Between the synthesized netlist and the finished layout, the area growth was recorded as 111%.
- The routed design shows a wire length per standard cell of 11.4 um.
- The initial antenna violation count is 0, for reference.
- In the setup report, the worst path falls into the class in2out.
- The floorplan has 21 rows.
- The global routing usage summed across all routing layers is 4.63%, for reference.
- The yosys-reported design area after synthesis is 437 um^2, for reference.
- For this design the top-level I/O count stands at 30.
- The core outline area is 0.00342 mm^2, for reference.
- The post-route setup TNS is 0 ns, for reference.
- Recorded from the global router log, the overflow total was 0.
- The biggest area consumer among synthesized cells is sky130_fd_sc_hd__ha_1, for reference.
- The number of failing hold endpoints at the final stage is 0, for reference.
- The data arrival time of the critical path is 2.19 ns, for reference.
- Per the layout report, the design carries 375 filler cells.
- The area taken by sequential standard cells is reported as 0 um^2.
- For this run, the final setup violation count is recorded as 0.
- Using the TritonRoute via totals, the vias-per-cell ratio works out to 3.64.
- The antenna violation net count after detailed routing is 0, for reference.
- The number of OpenROAD warnings is 38, for reference.
- The congestion estimate from routability-driven global placement came to 0.735.
- Synthesis produced a netlist whose cell count is 44.
- The warning count from the yosys run is 3, for reference.
- The horizontal die dimension reported for this design is 80 um.
- The launch point of the worst path is nibbleB[2], for reference.
- STA classifies the critical path endpoint as an output pin.
- Synthesis instantiated 22 different standard cells from the library.
- The startpoint identified for the worst hold timing path is counter[0].
- The share of final-layout standard cells stronger than drive strength 1 is 46.1%, for reference.
- The run finished with clean final reports.
- After the first detailed-routing iteration, the DRC count stood at 11.
- The first global-routing pass estimated 2460 um of wire.
- The overall chip area is 0.00640 mm^2, for reference.
- The vertical die dimension reported for this design is 80 um.
- The maximum frequency from static timing analysis is 363 MHz, for reference.
- The number of sequential cells in the layout is 0, for reference.
- Timing analysis after detailed placement gives a worst setup slack of -0.650 ns.
- After detailed routing, the number of remaining DRC violations is 0.
- The register area share after synthesis is 0%, for reference.
- The mapped netlist covers 437 um^2.
- The worst vdd rail ir drop is 0.0660 mV, for reference.
- For this design the static power due to leakage is 0.454 nW.
- The smallest hold slack is 1.83 ns, for reference.
- The pin count of the biggest net entering global routing is 7, for reference.
- The worst hold path cell count is 4, for reference.
-- how the worst max path moves through the flow --
stage | slack, ns | depth (start not counted) | to
CTS | 0.005 | 6 | sevenSegmentData[2]
global route | -0.006 | 6 | sevenSegmentData[2]
finish | 0.05 | 6 | sevenSegmentData[2]
-- cell type report --
| type | count | area (um^2) | share of cell area, % |
|---|---|---|---|
| Timing Repair Buffer | 50 | 427 | 46.4 |
| Multi-Input combinational cell | 34 | 412 | 44.8 |
| Tap cell | 46 | 57.6 | 6.26 |
| Inverter | 5 | 23.8 | 2.59 |
-- timing repair --
item                       4_1_cts  5_1_grt
hold buffers                     0        0
setup buffers                   10        1
hold endpoints to repair         0        0
gates resized                   45        7
pin swaps                        8        1
setup endpoints to repair        7        7
-- metal layers --
| metal | part of all wire (%) | up-vias | global-route usage, % |
|---|---|---|---|
| li1 | - | 245 | - |
| met1 | 45 | 221 | 5.38 |
| met2 | 45 | 23 | 8.11 |
| met3 | 8.4 | 2 | 1.70 |
| met4 | 1.1 | 0 | 0.528 |
| met5 | 0 | - | 0 |
-- layout by cell type, fill, tap and decap left out, drive strengths merged, types with 3 or more instances in the layout --
cell	n
dlymetal6s2s	3
mux2i	7
buf	29
mux4	4
inv	5
ha	7
o22ai	3
dlygate4sd2	6
clkdlybuf4s50	12
-- cells by family after synthesis --
family / synth area share [%]
adders and majority gates: 20.1
other: 0.859
buffers and inverters: 15.5
muxes: 38.4
AOI/OAI and AO/OA: 10.3
xor gates and xnor gates: 2.01
and+or+nand+nor: 12.9
-- cells in the mapped netlist (all sizes together) --
| cell | n |
|---|---|
| a21o | 1 |
| a221o | 1 |
| and3b | 1 |
| buf | 4 |
| clkbuf | 1 |
| conb | 1 |
| ha | 7 |
| inv | 5 |
| mux2i | 7 |
| mux4 | 4 |
| nand2 | 2 |
| nand2b | 1 |
| nor2b | 1 |
| o22ai | 3 |
| o2bb2ai | 1 |
| or2 | 2 |
| or2b | 1 |
| xnor2 | 1 |
-- report_power, final --
| group | total, mW | internal, mW | leakage, nW | switching, mW |
|---|---|---|---|---|
| sequential | 0 | 0 | 0 | 0 |
| clock | 0 | 0 | 0 | 0 |
| combinational | 0.186 | 0.117 | 0.454 | 0.0693 |
| total | 0.186 | 0.117 | 0.454 | 0.0693 |
-- stage by stage --
step                      power (mW)  utilization (%)
after floorplan               0.0788                -
after CTS                      0.182             26.3
final                          0.186             26.9
after global placement         0.164             23.7
after global routing           0.205             26.9
after detailed placement       0.165             23.7
-- critical path: stages --
cell	delay [ns]
sky130_fd_sc_hd__clkdlybuf4s50_1	0.40
sky130_fd_sc_hd__mux4_2	0.49
sky130_fd_sc_hd__buf_4	0.18
sky130_fd_sc_hd__nor2b_4	0.12
sky130_fd_sc_hd__a221o_1	0.33
sky130_fd_sc_hd__buf_2	0.12
No activity file was given, so power comes from the tool's default toggle rates.
